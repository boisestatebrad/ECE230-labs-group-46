===== ./design.v =====
module mux(
input [1:0] sel,   
input [3:0] Ceo, Own, Fred, Jill, 
input btnC,
output [3:0] Y
);
assign Y = btnC ? (sel == 2'b00 ? Ceo : 
    sel == 2'b01 ? Own : 
    sel == 2'b10 ? Fred : 
    sel == 2'b11 ? Jill : 0) : 0;
endmodule

===== ./run.sh =====
#!/bin/bash
# OpenROAD 26Q1-2900-gdf79404cd8, Yosys 0.63+post, stock flow scripts
make -C /OpenROAD-flow-scripts/flow DESIGN_CONFIG=/design/flow/config.mk WORK_HOME=/design/flow/orfs finish

===== ./config.mk =====
export PLATFORM = sky130hd
export DESIGN_NAME = mux
export DESIGN_NICKNAME = mux
export VERILOG_FILES = /design/flow/design.v
export SDC_FILE = /design/flow/constraint.sdc
export NUM_CORES = 4
export LEC_CHECK = 1
export CORE_AREA = 10 10 70 70
export DIE_AREA = 0 0 80 80

===== ./constraint.sdc =====
current_design mux

set clk_period 1.1
set clk_io_pct 0.2

create_clock -name clk0 -period $clk_period

set non_clock_inputs [all_inputs -no_clocks]
set_input_delay [expr $clk_period * $clk_io_pct] -clock clk0 $non_clock_inputs
set_output_delay [expr $clk_period * $clk_io_pct] -clock clk0 [all_outputs]

==> impl_metrics.csv <==
group,metric,value,unit
final_timing,tightest_slew,0.1618,ns
routing,drtAntennaViolNets,0,
floorplanning,rows,21,
cts,cts_hold_buf,0,
floorplanning,chipArea,6400,µm²
run,tool_warnings,33,
routing,routed_wl,923,µm
pwr,peakVddDrop,0.07353,mV
routing,viasPerCell,2.529,
logic_synthesis,avgSynthCellArea,8.425,µm²
final_timing,fmax,934.1,MHz
routing,via_count,220,
logic_synthesis,ys_cells,15,
floorplanning,core-area,3416,µm²
routing,first_iter_violations,0,
logic_synthesis,ys_area,126.4,µm²
floorplanning,initial_core_util,3.700,%
logic_synthesis,syn_inst,15,
final_timing,max_slew_margin,88.91,%
place,pre_cts_slack,-0.7402,ns
logic_synthesis,netlist_area,126.4,µm²
floorplanning,io_pins,23,
pwr,power.density,286.8,nW/µm²
final_timing,fin_crit,1.071,ns
final_timing,final.setup.worst_slack,0.02945,ns
global_route,grt_overflow,0,
run,cap_violations,0,
logic_synthesis,yosys_warnings,0,
place,dp_cells,84,
final_timing,hold_ws,0.8236,ns
worst_setup_path,worstSetupPathType,"input pin to primary output",
final_layout,mi_logic_area,141.4,µm²
global_route,track_usage,2.771,%
final_timing,setup_viol,0,
place,numPortBuffers,23,
final_layout,drive_gt1_share,35.00,%
final_layout,area_growth,233.7,%
worst_setup_path,arrival,0.85,ns
final_layout,seq_cell_count,0,
logic_synthesis,yosysSeqAreaShare,0,%
global_route,grt_pass1_vias,236,
place,gp_congestion,0.8274,
routing,drc_errors,0,
worst_setup_path,cp-end-kind,"primary output",
hold_path,hold_path_class,"input pin to primary output",
final_timing,maxSlewViolCount,0,
logic_synthesis,ys_types,5,
floorplanning,die_w,80,µm
final_layout,fin_cells,87,
routing,wl_per_cell,10.61,µm
pwr,leakagePower,0.0002017,µW
place,dpl.hpwl,869.5,µm
final_timing,period_used_share,97.32,%
routing,drt_pass1_iterations,1,
status,outcome,"completed",
worst_setup_path,crit_required,0.88,ns
final_layout,nClkBuffers,0,
global_route,grt_max_degree,7,
worst_setup_path,crit_fanout,6,
global_route,grt_pass1_wl,1373,µm
final_timing,hold_violations,0,
hold_path,min_path_cells,4,
global_route,antenna_found_initial,1,
final_layout,nFillCells,414,
floorplanning,die_h,80,µm
worst_setup_path,setup.worst_path.start_class,"input pin",
final_layout,regArea,0,µm²
## final cells by class
cell class | count | area share (%)
well taps | 46 | 13.65
repair buffers | 26 | 52.23
diodes | 1 | 0.5935
multi-input cells | 14 | 33.53
## synthesized netlist by cell type
library cell  number  area share, %
mux2i_1            8             63
o22ai_1            4             20
nand2_1            1            3.0
buf_6              1            8.9
nand2b_1           1            5.0
## layout by cell type (no fill, tap or decap)
master and count:
clkbuf_2 1, buf_2 4, buf_8 1, clkdlybuf4s15_1 1
o22ai_1 2, nand2_2 1, o22ai_2 2, mux2i_1 7
diode_2 1, buf_6 2, nand2b_4 1, buf_4 1
dlygate4sd2_1 16, mux2i_2 1
## cell families (layout without fill, tap and decap cells)
family	after synthesis	in the layout	share of synthesized area, %
buffers and inverters	1	26	8.910
other	0	1	0
muxes	8	8	63.37
and+or+nand+nor	2	2	7.921
AOI/OAI and AO/OA	4	4	19.80
## power breakdown
group	total, µW	internal [µW]	switching (µW)	leakage [µW]
clock network	0.000121	0.000121	0	0.00000000634
logic	121	80.4	40.5	0.000202
registers	0	0	0	0
## worst max-delay path, cell delays in order
cell and delay, ns:
buf_8 0.10, buf_6 0.11, mux2i_1 0.20, o22ai_2 0.10, buf_2 0.12
## per-layer routing
layer / global-route usage [%] / wire [µm] / vias up
met5: 0 / 0 / -
met4: 0 / 0 / 0
met3: 2.500 / 154 / 0
met2: 4.655 / 461 / 10
met1: 2.637 / 307 / 97
li1: - / - / 113
## path summary, 6_finish.rpt
check	startpoint	to	slack, ns
max	sel[1]	Y[1]	0.03
min	sel[1]	Y[2]	0.82
## repair_timing
item	CTS	global route
setup endpoints to repair	4	4
gates resized	42	5
pin swaps	4	3
buffers inserted	3	0
## stage by stage
step | total power [µW] | instance area [µm²] | utilization [%] | TNS (ns)
after global placement | 139.4 | 422.9 | 12.38 | -2.833
after floorplan | 37.16 | 126.4 | - | 0
after CTS | 125.0 | 429.2 | 12.56 | -0.1381
after global routing | 130.6 | 421.7 | 12.34 | -0.002258
final | 120.9 | 421.7 | 12.34 | 0
after detailed placement | 139.7 | 422.9 | 12.38 | -2.867
Power figures rest on the tool's default switching activity, not on a simulated workload.
