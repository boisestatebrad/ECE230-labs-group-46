**flow/design.v**
```verilog
module byte_memory(
    input [7:0] data,
    input store,
    output reg [7:0] memory
    );
    always @ (store) begin
        if (store)
            memory <= data;
    end
endmodule
module eightdemux(
    input [7:0] data,
    input [1:0] addr,
    output reg [7:0] A,
    output reg [7:0] B,
    output reg [7:0] C,
    output reg [7:0] D
);
    always @(*) begin 
        case(addr)
            2'b00: {D, C, B, A} <= {8'b0, 8'b0, 8'b0, data}; 
            2'b01: {D, C, B, A} <= {8'b0, 8'b0, data, 8'b0};
            2'b10: {D, C, B, A} <= {8'b0, data, 8'b0, 8'b0};
            2'b11: {D, C, B, A} <= {data, 8'b0, 8'b0, 8'b0};
        endcase
    end
endmodule
module memory_system(
    input [7:0] data,
    input store,
    input [1:0] addr,
    output [7:0] memory
    );
    wire [7:0] x[3:0];
    wire [7:0] y[3:0];
    wire z0,z1,z2,z3;
    byte_memory byte1(
        .data(x[0]),
        .memory(y[0]),
        .store(z0)
    );
    byte_memory byte2(
        .data(x[1]),
        .memory(y[1]),
        .store(z1)
    );
    byte_memory byte3(
        .data(x[2]),
        .memory(y[2]),
        .store(z2)
    );
    byte_memory byte4(
        .data(x[3]),
        .memory(y[3]),
        .store(z3)
    );
    eightdemux demux1(
        .data(data),
        .A(x[0]),
        .B(x[1]),
        .C(x[2]),
        .D(x[3]),
        .addr(addr)
    );
    onedemux deumx2(
        .data(store),
        .addr(addr),
        .A(z0),
        .B(z1),
        .C(z2),
        .D(z3)
    );
    multiplexer mux(
        .A(y[0]),
        .B(y[1]),
        .C(y[2]),
        .D(y[3]),
        .addr(addr),
        .memory(memory)
    );
endmodule
module multiplexer(
    output reg [7:0] memory,
    input [1:0] addr,
    input [7:0] A,
    input [7:0] B,
    input [7:0] C,
    input [7:0] D
);
    always @(*) begin
        case (addr) 
        2'b00: memory = A;
        2'b01: memory = B;
        2'b10: memory = C;
        2'b11: memory = D;
        endcase
    end
endmodule
module onedemux(
    input data,
    input [1:0] addr,
    output reg A,
    output reg B,
    output reg C,
    output reg D
);
    always @(*) begin 
        case(addr)
            2'b00: {D, C, B, A} <= {1'b0, 1'b0, 1'b0, data}; 
            2'b01: {D, C, B, A} <= {1'b0, 1'b0, data, 1'b0};
            2'b10: {D, C, B, A} <= {1'b0, data, 1'b0, 1'b0};
            2'b11: {D, C, B, A} <= {data, 1'b0, 1'b0, 1'b0};
        endcase
    end
endmodule
```
**flow/run.sh**
```bash
#!/bin/bash
# OpenROAD 26Q1-2900-gdf79404cd8, Yosys 0.63+post, stock flow scripts
make -C /OpenROAD-flow-scripts/flow DESIGN_CONFIG=/design/flow/config.mk WORK_HOME=/design/flow/orfs finish
```
**flow/config.mk**
```make
export PLATFORM = sky130hd
export DESIGN_NAME = memory_system
export DESIGN_NICKNAME = memory_system
export VERILOG_FILES = /design/flow/design.v
export SDC_FILE = /design/flow/constraint.sdc
export NUM_CORES = 4
export LEC_CHECK = 1
export CORE_AREA = 10 10 108 108
export DIE_AREA = 0 0 118 118
```
**flow/constraint.sdc**
```tcl
current_design memory_system

set clk_period 1.1
set clk_io_pct 0.2

create_clock -name clk0 -period $clk_period

set non_clock_inputs [all_inputs -no_clocks]
set_input_delay [expr $clk_period * $clk_io_pct] -clock clk0 $non_clock_inputs
set_output_delay [expr $clk_period * $clk_io_pct] -clock clk0 [all_outputs]
```
==> notes.md <==
Floorplan
* 13900 um^2 — die area
* 0.111 — effective utilization at floorplan
* 35 — row count
* 19 — boundary pin count
* 118 um — Die Height
* 9280 um^2 — area inside the core boundary
* 118 um — floorplan die width

Setup path
* 4 — critical-path maximum fanout
* 1130 ps — Arr. time, crit path
* primary output — endpoint kind of the worst setup timing path
* in -> out — kind of critical path
* addr[0] — timing startpoint of the critical path
* 880 ps — Data required, critical path
* input pin — startpoint class of the critical path

Power
* 0.107 mW — switching power summed over all nets
* 222 nW/um^2 — power density over the cells
* 0.139 — share of power burned in registers
* 0 — part of the total power dissipated in the clock network
* 0.0470 mV — highest ir drop seen on vdd
* 0.715 nW — static leakage power
* 0.338 mW — Power, Total
* 0.231 mW — internal power summed over all cells
* 0.317 — Switching Fraction
* 0.861 — power share of the combinational group

Timing
* 0 — count of pins over their slew limit
* 32 — count of endpoints without a timing constraint
* 739 MHz — Achievable Freq
* 0 — Final Hold Fails
* 1.23 — final clock period utilization by the worst path
* 0.693 — Max-Slew Margin vs Limit
* 1350 ps — clock period minus final worst setup slack
* true — setup repair after global routing missed its margin
* -253 ps — PnR worst setup slack
* 8 — Setup violations, final
* 459 ps — Worst-Margin Slew
* 32 — register pins left without a clock

GRT
* 741 — via count of the first global-routing pass
* 4280 um — wire length of the first global-routing pass
* 0 — remaining global-route overflow
* 0 — antenna violations before repair
* 14 — largest net degree at the start of global routing
* 0.0373 — total track usage

Synthesis
* 1030 um^2 — yosys stat area
* dlxtp_1 47%, mux4_1 18%, and3b_1 15%, nor3b_1 6.6%, and3_1 5.5% — top cells, area
* 86 — number of instances in the synthesized netlist
* 0.467 — area share, top type
* dlxtp_1 — cell type with the highest aggregate area in the netlist
* 12.0 um^2 — mean instance size in the synthesized netlist
* 5 — Yosys warning total
* 10 — Cell variety after synth
* 86 — cells in synth_stat.txt
* 32 — Post-synth regs
* 1030 um^2 — post-synthesis instance area

Layout
* 48.2% — Area Overhead vs Synth
* 32 x dlxtp_1, 18 x and3b_1, 12 x buf_4 — Top Layout Cells
* 0.325 — proportion of layout cells with a drive suffix above 1
* 1048 — layout filler cell count
* dlxtp_1 — Commonest Layout Cell
* 0.164 — share of the core filled with cells in the final layout
* 462 um^2 — area of the multi-input gates
* 480 um^2 — storage element area

Run
* 0 — max cap viols
* 34 — tool warnings

Route
* 19 — initial drt markers
* 0 — Ant. Diodes
* 3 — number of iterations in the first detailed-routing pass
* 3.02 — routed via count divided by cell count
* 735 — DR vias
* 0 — number of DRC violations after detailed routing
* 11.1 um — wire length per cell
* 0 — count of nets left with antenna violations after detail routing
* 2700 um — sum of routed wire length over all layers

Worst hold path
* in -> out — worst min-delay path class
* memory[4] — Min-Delay Endpoint
* addr[0] — start point of the worst hold path
* 4 — Hold Path Stages

Outcome
* setup timing — violations in the final reports
* complete, but fails checks — outcome

Placement
* -1070 ps — setup slack after placement
* 0.668 — routability congestion estimate
* 19 — buffers added on ports
* 1780 um — total half-perimeter wirelength after legalization and detailed placement

[power groups by stage]
stage	sequential, mW	clock (mW)	combinational (mW)
6_report	0.0469	0	0.291
5_1_grt	0.0474	0	0.316
4_1_cts	0.0469	0	0.281
[synthesized netlist by cell type, drive strengths merged]
cell type and n:
and3 9, mux4 8, buf 5, dlxtp 32, and3b 18, nor3b 9, clkbuf 5
[worst max-delay path by stage]
| stage | end | cells after the start |
|---|---|---|
| finish | memory[3] | 5 |
| global route | memory[3] | 5 |
| CTS | memory[3] | 5 |
[layout make-up]
| cell class | instances | share of cell area |
|---|---|---|
| Sequential cell | 32 | 0.315 |
| Multi-Input combinational cell | 44 | 0.303 |
| Timing Repair Buffer | 38 | 0.276 |
| Tap cell | 129 | 0.106 |
[sequential cells by signal (all words and copies together) (netlist names)]
register and flops:
byte2.memory 8, byte4.memory 8, byte1.memory 8, byte3.memory 8
[worst max-delay path, cell delays in order]
cell and delay (ps):
buf_12 90, buf_16 110, buf_6 90, mux4_2 490, buf_6 130
[routing by layer]
| layer | share of wire | global-route usage |
|---|---|---|
| met2 | 0.47 | 0.0601 |
| met1 | 0.48 | 0.0536 |
| met4 | 0 | 0 |
| met3 | 0.042 | 0.00729 |
| met5 | 0 | 0 |
[what timing repair did]
item                       in CTS  in global routing
cloned                          3                  1
resized                        46                  3
setup endpoints to repair       8                  8
hold buffers                    0                  0
setup buffers                   4                  2
[cell families (layout without fill, tap and decap cells)]
kind of cell	Yosys count	count (layout)	share of synthesized area
muxes	8	8	0.201
latches	32	32	0.467
buffers and inverters	10	38	0.0584
and+or+nand+nor	36	36	0.274
[stage by stage]
stage,instance area [um^2],hold WS (ps),instances,TNS [ps]
final,1520,935,243,-1350
after global routing,1520,961,243,-1600
after CTS,1500,955,240,-1560
after detailed placement,1410,1730,233,-8400
after global placement,1410,1730,233,-8410
after floorplan,1040,694,86,0
Power and IR drop assume default switching activity.
