<file path="flow/run.sh">
#!/bin/bash
# OpenROAD 26Q1-2900-gdf79404cd8, Yosys 0.63+post, stock flow scripts
make -C /OpenROAD-flow-scripts/flow DESIGN_CONFIG=/design/flow/config.mk WORK_HOME=/design/flow/orfs finish
</file>
<file path="flow/config.mk">
export PLATFORM = sky130hd
export DESIGN_NAME = demux
export DESIGN_NICKNAME = demux
export VERILOG_FILES = /design/flow/design.v
export SDC_FILE = /design/flow/constraint.sdc
export NUM_CORES = 4
export LEC_CHECK = 1
export CORE_AREA = 10 10 70 70
export DIE_AREA = 0 0 80 80
</file>
<file path="flow/constraint.sdc">
current_design demux

set clk_period 1.0
set clk_io_pct 0.2

create_clock -name clk0 -period $clk_period

set non_clock_inputs [all_inputs -no_clocks]
set_input_delay [expr $clk_period * $clk_io_pct] -clock clk0 $non_clock_inputs
set_output_delay [expr $clk_period * $clk_io_pct] -clock clk0 [all_outputs]
</file>
<file path="flow/design.v">
module demux(
    input [3:0] Y,
    input btnC,
    input [1:0] sel,
    output [3:0] Ceo, Own, Fred, Jill
    );
    assign Ceo = btnC ? (sel == 2'b00 ? Y : 0) : 0;
    assign Own = btnC ? (sel == 2'b01 ? Y : 0) : 0;
    assign Fred = btnC ? (sel == 2'b10 ? Y : 0) : 0;
    assign Jill = btnC ? (sel == 2'b11 ? Y : 0) : 0;
endmodule
</file>
==> reports/qor.yml <==
timing:
  worst_slew_pin_slew_ns: 0.0839
  clock.fmax_mhz: 919
  finalWorstSetupSlack_ns: -0.0886
  post-route-period-util: 1.09
  drv_slew: 0
  hold_viol: 0
  setup_viol: 11
  relSlewSlack: 0.944
  fin_crit_ns: 1.09
  rsz0062_at_grt: "yes"
logic_synthesis:
  netlist_instances: 19
  synth.yosys.num_cells: 19
  synth_area_per_cell_um2: 10.7
  common_cells: "and4b_1 (4), and4b_2 (4), and4bb_2 (4)"
  adder_share: 0
  yosys.area_share.xor_xnor: 0
  top_area_cell: "and4bb_2"
  synth_cell_types: 7
  muxShareOfSynthArea: 0
  post_synth_ao_oa_area_fraction: 0
  synth_warnings: 0
  netlist_logic_family_top: "simple AND/OR/NAND/NOR gates"
  topCellsByArea: "and4bb_2 (25%), and4b_2 (22%), and4b_1 (20%)"
  top_area_frac: 0.245
  synthSimpleGateAreaFrac: 0.853
  syn_area_um2: 204
  yosysChipArea_um2: 204
  ys_seq_frac: 0
critical_path:
  arrival_ns: 0.89
  path_class: "input port to primary output"
  path_delay_family: "buffers and inverters"
  crit_path_frequent_cell: "buf_6"
  critPathRequiredTime_ns: 0.80
  crit_start: "sel[0]"
  cp_slowest_cell: "and4bb_2"
  cp_cell_sequence: "buf_8 -> buf_6 -> buf_6 -> and4bb_2 -> buf_2"
  crit_path_end: "Ceo[0]"
  cp_max_fo: 4
  start_kind: "input port"
  crit_path_end_kind: "primary output"
  critical-path-max-stage-delay_ns: 0.27
  cp.depth: 5
  critPathBufInv: 4
global_route:
  grt_max_degree: 8
  first_global_vias: 342
  antenna_found_initial: 0
  grt_pass1_wl_mm: 1.90
  overflow: 0
  track_usage: 0.0363
route:
  drtAntennaViolNets: 0
  vias: 331
  routed_wl_mm: 1.23
  drt-initial-drc-count: 1
  drc: 0
  dr.pass1.iters: 3
  n_antenna_cell: 0
  via_per_inst: 3.25
  routedWlPerCell_um: 12.0
power_and_ir_drop:
  total_leakage_power_nw: 0.308
  powerDensity_nw_per_um2: 298
  ir_worst_vdd_uv: 96.5
  p_total_uw: 180
outcome:
  status: "finished, violations left"
  violations: "negative setup slack"
finish:
  ff_count: 0
  finalNonFillerCells: 102
  synthToLayoutAreaGrowth_pct: 196
  drive_gt1_frac: 0.911
  clkbuf_count: 0
  final-seq-area_um2: 0
placed_design:
  port_buffers: 23
  placed_cells: 89
  gp_congestion: 0.736
run:
  warnings: 34
  max-cap-violations: 0
die:
  ios: 23
  die_x_um: 80
  fp.coreArea_um2: 3420
  die_h_um: 80
  initial_core_util: 0.0597
  die_area_um2: 6400
  num_rows: 21
min_path:
  hp-class: "input port to primary output"
  min-delay-start: "Y[2]"
## layout make-up
cell class	instances	area [um^2]
Fill cell	383	2810
Multi-Input combinational cell	16	178
Tap cell	46	57.6
Timing Repair Buffer	40	368
## per-stage QoR
step	hold WS, ns	setup slack [ns]	utilization	setup TNS [ns]	cell area (um^2)
global placement	1.41	-0.733	0.144	-11.45	492
CTS	0.769	-0.0934	0.162	-0.757	554
finish	0.782	-0.0886	0.177	-0.688	603
detailed placement	1.41	-0.750	0.144	-11.49	492
global route	0.810	-0.115	0.177	-0.993	603
floorplan	0.504	0.270	-	0	204
## cells in the final DEF, fill, tap and decap left out
master and n:
buf_2 14, and4_1 1, and4b_2 4, clkdlybuf4s15_2 2
clkbuf_2 1, buf_8 3, and4bb_2 4, and4b_1 4
and4_4 3, buf_6 20
## layer usage
layer,vias up,track usage,part of all wire
li1,164,-,-
met1,146,0.0580,0.57
met2,21,0.0409,0.28
met3,0,0.0205,0.15
met4,0,0,0
met5,-,0,0
## worst min-delay path by stage
stage,endpoint,slack [ns],depth (start not counted)
6_report,Fred[2],0.78,3
5_1_grt,Jill[1],0.81,3
4_1_cts,Fred[1],0.77,3
## power breakdown
| part | total (mW) | switching [mW] | leakage [nW] | internal [mW] |
|---|---|---|---|---|
| Sequential | 0 | 0 | 0 | 0 |
| Clock | 0 | 0 | 0 | 0 |
| Combinational | 0.180 | 0.0575 | 0.308 | 0.123 |
| Total | 0.180 | 0.0575 | 0.308 | 0.123 |
## logic make-up (layout without fill, tap and decap cells)
| kind of cell | after synthesis | in the layout |
|---|---|---|
| buffers and inverters | 3 | 40 |
| and+or+nand+nor | 16 | 16 |
## repair_timing
item                       4_1_cts  5_1_grt
setup endpoints to repair       16       13
buffers inserted                 8        3
pin swaps                        8        6
hold buffers                     0        0
resized                        101        8
gates cloned                     2        0
Power figures rest on the tool's default switching activity, not on a simulated workload.
